`flow/design.v`:
```
module ula(ALUctl, A, B, ALUOut, Zero); 
	input [3:0] ALUctl;
	input [31:0] A,B;
	output reg [31:0] ALUOut;
	output Zero;
	assign Zero = (ALUOut==0);  
	always @(ALUctl, A, B) begin  
		case (ALUctl)
			0: ALUOut <= A & B;  
			1: ALUOut <= A | B;  
			2: ALUOut <= A + B;  
			6: ALUOut <= A - B;  
			7: ALUOut <= A < B ? 1 : 0;  
			12: ALUOut <= ~(A | B);  
			default: ALUOut <= 0;
		endcase
	end
endmodule 
```
`flow/run.sh`:
```
#!/bin/bash
# OpenROAD 26Q1-2900-gdf79404cd8, Yosys 0.63+post, stock flow scripts
make -C /OpenROAD-flow-scripts/flow DESIGN_CONFIG=/design/flow/config.mk WORK_HOME=/design/flow/orfs finish
```
`flow/config.mk`:
```
export PLATFORM = sky130hd
export DESIGN_NAME = ula
export DESIGN_NICKNAME = ula
export VERILOG_FILES = /design/flow/design.v
export SDC_FILE = /design/flow/constraint.sdc
export NUM_CORES = 4
export LEC_CHECK = 1
export CORE_UTILIZATION = 30
```
`flow/constraint.sdc`:
```
current_design ula

set clk_period 14.6
set clk_io_pct 0.2

create_clock -name clk0 -period $clk_period

set non_clock_inputs [all_inputs -no_clocks]
set_input_delay [expr $clk_period * $clk_io_pct] -clock clk0 $non_clock_inputs
set_output_delay [expr $clk_period * $clk_io_pct] -clock clk0 [all_outputs]
```
==> results.sh <==
# source this file to load flow results
export IMPL_logic_area_sq_um=5740
export IMPL_grt_start_max_net_pins=32
export IMPL_overflow=0
export IMPL_wl_per_cell_um=19.7
export IMPL_cts_resized=0
export IMPL_dp_slack_ps=4070
export IMPL_synthCells=940
export IMPL_critPathSlowestCell="ha_1"
export IMPL_fp_util_pct=31.0
export IMPL_startpoint_type="input port"
export IMPL_ant_nets=0
export IMPL_irDropWorstVdd_mv=0.0163
export IMPL_synth_area_top_cells="ha_1, a21oi_1, inv_1"
export IMPL_dp_hpwl_mm=20.0
export IMPL_worstPathCellList="clkdlybuf4s50_1 > inv_1 > ha_1 > a211oi_1 > o21ai_1 > a221oi_2 > nand4_1 > a31oi_1 > o311ai_1 > mux2_2 > a2111oi_0 > nand4b_1 > nor4b_2 > clkdlybuf4s50_1"
export IMPL_min_period_ps=10570
export IMPL_fmaxAchievable_mhz=94.7
export IMPL_place_congestion=0.990
export IMPL_area_growth_pct=19.3
export IMPL_dieArea_sq_um=21700
export IMPL_cp_num_buf_inv=3
export IMPL_yosys_area_top_type="ha_1"
export IMPL_path_class="input port to output port"
export IMPL_io_pins=101
export IMPL_fillers=2191
export IMPL_status="completed"
export IMPL_worstSetupEndpointType="output port"
export IMPL_drcViolationCount=0
export IMPL_cts_setup_buffers=0
export IMPL_layoutNonFillerInstCount=1269
export IMPL_hold_ws_ps=7170
export IMPL_critPathMaxStageDelay_ps=560
export IMPL_timing_hold_violations_final=0
export IMPL_rsz0062_at_grt="false"
export IMPL_hold_path_class="input port to output port"
export IMPL_ys_chip_area_sq_um=6330
export IMPL_clkbuf_count=0
export IMPL_worst_pin_slew_ps=878
export IMPL_ff_count=0
export IMPL_tool_warnings=101
export IMPL_num_vias=7459
export IMPL_grt_usage_pct=23.2
export IMPL_crit_family="AND-OR/OR-AND gates"
export IMPL_grt_pass1_wl_mm=39.2
export IMPL_yosys_area_top_type_share_pct=20.0
export IMPL_design_core_area_sq_um=20400
export IMPL_p_leak_nw=3.25
export IMPL_ys_types=96
export IMPL_dieWidth_um=147
export IMPL_mappedNetlistArea_sq_um=6330
export IMPL_yosysSeqAreaShare_pct=0
export IMPL_placed_area_sq_um=7550
export IMPL_relSlewSlack_pct=41.1
export IMPL_final_core_util_pct=37.0
export IMPL_antenna_found_initial=0
export IMPL_diodes=0
export IMPL_ys_cells=940
export IMPL_tns_ps=0
export IMPL_finalWirelength_mm=25.0
export IMPL_setup_ws_ps=4030
export IMPL_top_cell="ha_1"
export IMPL_grt_pass1_vias=6931
export IMPL_setup_viol=0
export IMPL_slew_violations=0
export IMPL_first_pass_iters=8
export IMPL_fp_row_count=52
export IMPL_drt_initial_drc_count=636
export IMPL_placedCellCount=1269
export IMPL_regArea_sq_um=0
export IMPL_synthTopCellsByCount="ha_1, inv_1, nor2_1, a21oi_1, nand2_1"
export IMPL_vias_per_cell=5.88
export IMPL_drive_gt1_share_pct=6.31
export IMPL_crit_arrival_ps=7650
export IMPL_required_ps=11680
export IMPL_numPortBuffers=101
export IMPL_total_power_uw=286
export IMPL_p_per_area_nw_per_um2=37.9
export IMPL_yosysWarnings=1
export IMPL_critical_path_peak_fanout=16
export IMPL_layout_worst_path_cycle_share_pct=72.4
export IMPL_dieHeight_um=147
export IMPL_crit_top_cell="clkdlybuf4s50_1"
export IMPL_postSynthAreaPerCell_sq_um=6.74
export IMPL_maxCapViolations=0
export IMPL_hold_buffers=0
export IMPL_fin_area_sq_um=7550
## cells by family (layout without fill, tap and decap cells)
logic type | count (synthesis) | in the layout | share of synthesized area (%)
AND/OR/NAND/NOR | 309 | 309 | 26.3
AND-OR/OR-AND | 361 | 361 | 41.1
buffers and inverters | 152 | 211 | 9.82
XOR/XNOR | 8 | 8 | 1.11
adder cells (fa/ha/maj) | 103 | 103 | 20.6
multiplexers | 7 | 7 | 1.15
## path summary, 6_finish.rpt
kind / start / endpoint / slack (ps) / depth (start not counted)
setup / recovery: A[15] / Zero / 4030 / 14
hold / removal: ALUctl[1] / ALUOut[13] / 7170 / 4
## area by class of cell
cell class | count | share of cell area, %
tap | 270 | 4.47
timing repair buffer | 115 | 14.8
multi-input combinational | 788 | 76.0
inverter | 96 | 4.77
## layout by cell type (no fill, tap or decap), types with 7 or more instances in the layout
| cell type | instances |
|---|---|
| ha_1 | 101 |
| clkdlybuf4s50_1 | 101 |
| inv_1 | 96 |
| nor2_1 | 88 |
| a21oi_1 | 85 |
| nand2_1 | 62 |
| o21ai_0 | 50 |
| a21o_1 | 19 |
| a221oi_1 | 18 |
| a211oi_1 | 18 |
| nand2b_1 | 17 |
| nor3_1 | 17 |
| o211ai_1 | 15 |
| nand3_1 | 15 |
| buf_4 | 14 |
| nor2b_1 | 13 |
| nand4_1 | 12 |
| and2_1 | 10 |
| or4_1 | 10 |
| o21bai_1 | 10 |
| o21a_1 | 9 |
| o31ai_1 | 9 |
| a221o_1 | 9 |
| o22ai_1 | 8 |
| a31oi_1 | 8 |
| nor4_1 | 8 |
| a211o_1 | 7 |
## layer usage
metal / vias to the layer above / wire length (um) / GRT usage [%]
met4: 0 / 711 / 6.34
met3: 41 / 1810 / 2.00
met1: 3451 / 11600 / 34.3
met2: 331 / 10900 / 35.8
li1: 3636 / - / -
met5: - / 0 / 0
## power by group
group          internal (mW)  switching [mW]  total [mW]  leakage [nW]
logic                  0.119           0.167       0.286          3.25
registers                  0               0           0             0
clock network              0               0           0             0
total                  0.119           0.167       0.286          3.25
Power is estimated from default activity; no workload was simulated.
