==> /design/flow/design.v <==
module data_memory (addr, data, wr_en, Clock, q);
input [4:0] addr; 
input [15:0] data;
input wr_en, Clock;
output [15:0] q;
reg [15:0] Mem [0:31];
initial 
begin
Mem[5'h0] = 32'b00100000000100010000000000000001;
Mem[5'h1] = 32'b00100000000100100000000000000010;
Mem[5'h2] = 32'b00000010001100100100000000100000;
end
assign q = Mem[addr];
always @(posedge Clock)
begin
  if (wr_en) Mem[addr] = data;
end
endmodule
==> /design/flow/run.sh <==
#!/bin/bash
# OpenROAD 26Q1-2900-gdf79404cd8, Yosys 0.63+post, stock flow scripts
make -C /OpenROAD-flow-scripts/flow DESIGN_CONFIG=/design/flow/config.mk WORK_HOME=/design/flow/orfs finish
==> /design/flow/config.mk <==
export PLATFORM = sky130hd
export DESIGN_NAME = data_memory
export DESIGN_NICKNAME = data_memory
export VERILOG_FILES = /design/flow/design.v
export SDC_FILE = /design/flow/constraint.sdc
export NUM_CORES = 4
export LEC_CHECK = 1
export CORE_UTILIZATION = 50
==> /design/flow/constraint.sdc <==
current_design data_memory

set clk_period 2.6
set clk_io_pct 0.2

create_clock -name clk0 -period $clk_period [get_ports {Clock}]

set non_clock_inputs [all_inputs -no_clocks]
set_input_delay [expr $clk_period * $clk_io_pct] -clock clk0 $non_clock_inputs
set_output_delay [expr $clk_period * $clk_io_pct] -clock clk0 [all_outputs]
==> notes.md <==
From the run reports.

- The residual antenna-violating net count after detailed routing reads 0.
- The mean area per synthesized cell reads 18.4 um^2.
- The final layout reports a setup TNS of -0.837 ns.
- The initial antenna violation count is 1.
- Per the run report, area growth between synthesis and finish was 36.9%.
- The post-route netlist has a little over two fifths of its cells at a drive strength greater than 1.
- The clock-pin slew reported for the worst setup and hold paths after clock tree synthesis reads roughly 0.060 ns.
- The weighted congestion reported at the end of routability-driven placement is 0.968.
- The headroom to the max-slew limit is 64.2%.
- The clock share of power is 39.1%.
- The detailed-route vias per instance is 5.84.
- The dominant register cell in the synthesized netlist is sky130_fd_sc_hd__edfxtp_1.
- The checks that failed: setup timing.
- The critical path's slowest stage uses the library cell sky130_fd_sc_hd__nor4_4.
- Walking the worst path, the cells encountered are buf_16 > buf_16 > buf_4 > buf_12 > buf_4 > mux2i_2 > o22ai_2 > nor4_4 > nand2_1 > buf_2.
- The cell with the most instances after synthesis reads sky130_fd_sc_hd__edfxtp_1.
- The flip-flop count of the largest register, all copies and words added reads 512.
- The number of failing setup endpoints in the final timing report is 14.
- Once iteration 0 of detailed routing completed, the report listed 684 DRC markers.
- The cell count listed in synth_stat.txt is around 1100.
- Across all setup checks in the final design, the least slack found is -0.123 ns.
- The shortest clock period the worst path allows after layout is roughly 2.7 ns.
- The total standard cell area after synthesis reads about 20000 um^2.
- The clock tree root buffer cell is sky130_fd_sc_hd__clkbuf_16.
- The total net switching power is 3.72 mW.
- For this design, the sink count on the clock tree is 512.
- The number of search-and-repair iterations in the first detailed-routing pass is 5.
- The endpoint type of the worst setup path is a primary output.
- The area of the die is between 40000 and 50000 um^2.
- The worst IR drop on VDD is 595 uV.
- The flow ran to the end, but the final reports show violations.
- The script reports the combined buffer and inverter count of the critical path as 6.
- In this run the core area contains roughly 70 standard-cell rows.
- By area the synthesized netlist is led by sky130_fd_sc_hd__edfxtp_1, sky130_fd_sc_hd__mux2i_1, sky130_fd_sc_hd__o22ai_1, sky130_fd_sc_hd__buf_2, sky130_fd_sc_hd__nor4_1.
- The sequential fraction of the synthesis area reads 77.9%.
- The width of the chip reads between 200 and 250 um.
- The number of placed instances, taps included, is 1748.
- The number of standard cells after synthesis is 1070.
- The number of clock buffers added by TritonCTS is 51.
- Per the CTS log, the maximum H-tree level is 2.
- Looking at the power breakdown, sequential logic takes 52.7% of the total.
- Max fanout on the critical path was recorded as 8.
- The standby leakage power is around 9 nW.
- The total via count in the routed design reads 11300.
- The chip area line in the Yosys stat output reads 19700 um^2.
- Summed over all instances, the cell type with the most area after synthesis is sky130_fd_sc_hd__edfxtp_1.
- For this run, the slowest stage of the critical path takes 0.32 ns.
- Switching power as a fraction of the total was reported as 21.3%.
- The top-level port count is 39.
- The final HPWL from detailed placement is 30200 um.
- The number of synthesized register bits reads 512.
- The run reported a max-capacitance violation count of 0.
- Setup repair after global routing could not meet its margin everywhere.
- The path class of the lowest-slack min-delay path is input pin to flop.
- The number of enable-type register cells in the synthesized netlist is about 500.
- The number of warnings printed during yosys synthesis reads 1.
- The endpoint arrival time on the critical path reads 2.20 ns.
- Cell internal power was estimated by the tool at 13.8 mW.
- The floorplan step set the die height to 201 um.
- The number of fill cells in the layout reads 2305.
- The first global-routing pass estimated 73800 um of wire.
- The number of warnings in the stage logs reads 27.
- The TritonCTS clock tree reads done.
- Dividing the detail-routed wire length by the instance count gives 26.2 um.
- The slew at the pin with the worst max-slew slack is 0.535 ns.
- Summed over all layers, the routed wires come to roughly 51000 um.
- The critical path class reads input pin to primary output.
- The worst path uses 105% of the clock period.
- The number of hold violations in the final report reads 0.
- After global routing the overflow that remains totals 0.
- Summed over all routing layers, the global router reports a total usage of 28.3%.
- The largest net degree at the start of global routing reads 33.
- The post-cts hold-fix buffer tally reads 0.
- In this run the power density over the cells is ~650 nW/um^2.
- The critical path's top delay family reads buffers and inverters.
- The endpoint required time on the critical path is 2.08 ns.
- Per the synthesis report, the number of distinct cell types is 24.
- The maximum clock insertion buffer count is 3.
- The number of max-slew violations in the final report reads 0.
- The commonest cells after synthesis are sky130_fd_sc_hd__edfxtp_1, sky130_fd_sc_hd__mux2i_1, sky130_fd_sc_hd__o22ai_1.
- The worst setup path is launched from an input pin.
- The placed cell area reads 22000 um^2.
- The region available for standard cell placement spans 38800 um^2.
- The async set or reset register ratio after synthesis is 0%.
- The flow reports an fmax of around 0.37 GHz.
- The count of buffers inserted at the top-level ports is 38.
- After routing the design area is roughly 27000 um^2.
- The proportion of netlist area held by the largest area contributor reads 77.9%.
- The combinational group share of total power is 8.2%.
- The final report lists a non-filler cell total of roughly 1900.
- The number of remaining DRC errors is 0.
- The number of global-route vias before repair was 11800.
- In the floorplan report the effective utilization is 50.8%.
[metrics by stage]
step | worst slack [ns] | hold slack, ns | power [mW] | utilization, %
after floorplan | 0.0261 | 0.619 | 9.79 | -
final | -0.123 | 0.711 | 17.5 | 69.6
after CTS | -0.117 | 0.695 | 17.4 | 67.5
after detailed placement | -1.04 | 1.37 | 10.3 | 56.7
after global routing | -0.195 | 0.713 | 18.0 | 69.6
after global placement | -1.05 | 1.37 | 10.3 | 56.7
[power groups by stage]
stage	clock [mW]	combinational, mW	sequential (mW)
4_1_cts	6.92	1.32	9.21
5_1_grt	7.26	1.51	9.22
6_report	6.83	1.43	9.22
[cells in the final DEF (no fill, tap or decap), drive strengths merged, types with 6 or more instances in the layout]
master	Yosys	routed
buf	53	294
clkbuf	12	65
clkdlybuf4s50	0	17
clkinv	0	21
edfxtp	512	512
mux2i	256	256
nand2	18	18
nand4bb	6	6
nor2	29	29
nor4	32	32
o22ai	128	128
[logic make-up after synthesis]
group	count (synthesis)	synth area share [%]
AOI/OAI and AO/OA	128	4.09
buffers and inverters	65	1.80
DFF	512	77.9
muxes	256	13.0
and+or+nand+nor	109	3.19
[per-layer routing]
metal / global-route usage [%] / vias up / routed length, um / share of wire [%]
met2: 40.8 / 598 / 24300 / 48
met4: 6.46 / 2 / 1340 / 2.7
met3: 16.6 / 97 / 6980 / 14
met1: 41.4 / 5585 / 17900 / 35
li1: - / 4996 / - / -
met5: 1.07 / - / 54 / 0.11
[final timing paths]
kind,cells past startpoint,slack [ns],end,start
min,5,0.71,Mem[27][10]$_DFFE_PP_,addr[2]
max,10,-0.12,q[1],addr[1]
[repair_timing]
action	in CTS	in global routing
endpoints found under the setup margin	16	16
cloned	11	1
pin swaps	80	38
resized	427	113
buffers inserted	66	22
[cell type report]
cell class                 instances  area (um^2)  area share (%)
clock inverter                    29          221           0.820
sequential                       512        15400            56.9
tap                              518          648            2.40
timing repair buffer             315         3240            12.0
clock buffer                      62         1320            4.88
antenna                            1         2.50         0.00926
multi-input combinational        494         6200            23.0
[tightest hold or removal path: stages]
cell and delay, ns:
sky130_fd_sc_hd__buf_8 0.09, sky130_fd_sc_hd__buf_8 0.13, sky130_fd_sc_hd__buf_6 0.15, sky130_fd_sc_hd__nor3_2 0.07, sky130_fd_sc_hd__buf_12 0.16
Power and IR drop assume default switching activity.
