## ./run.sh

```bash
#!/bin/bash
# OpenROAD 26Q1-2900-gdf79404cd8, Yosys 0.63+post, stock flow scripts
make -C /OpenROAD-flow-scripts/flow DESIGN_CONFIG=/design/flow/config.mk WORK_HOME=/design/flow/orfs finish
```

## ./config.mk

```make
export PLATFORM = sky130hd
export DESIGN_NAME = mux2_1
export DESIGN_NICKNAME = mux2_1
export VERILOG_FILES = /design/flow/design.v
export SDC_FILE = /design/flow/constraint.sdc
export NUM_CORES = 4
export LEC_CHECK = 1
export CORE_AREA = 10 10 70 70
export DIE_AREA = 0 0 80 80
```

## ./constraint.sdc

```tcl
current_design mux2_1

set clk_period 1.0
set clk_io_pct 0.2

create_clock -name clk0 -period $clk_period

set non_clock_inputs [all_inputs -no_clocks]
set_input_delay [expr $clk_period * $clk_io_pct] -clock clk0 $non_clock_inputs
set_output_delay [expr $clk_period * $clk_io_pct] -clock clk0 [all_outputs]
```

## ./design.v

```verilog
module mux2_1(a, b, control, S); 
	input[31:0] a;
	input [31:0] b;
	input control;
	output reg [31:0]S;
	always@(*)
		case (control)
			0: S = a;
			1: S = b;
		endcase
endmodule 
```

==> run_results.csv <==
group,metric,value,unit
finish,ff_count,0,
detailed_routing,drc,0,
timing,slew_violations,0,
detailed_routing,drtAntennaViolNets,0,
global_routing,grt_max_degree,7,
clock_network,cts_setup_buffers,0,
outcome,failed_checks,"negative setup slack",
power_and_ir_drop,finalPower,0.0006172,W
place,gp_congestion,0.7920,
hold_path,hp-class,"in -> out",
timing,min_period_over_period,109.0,%
worst_setup_path,cp-start-kind,"input port",
worst_setup_path,crit_fanout,6,
logic_synthesis,yosys-top-cells-area,"mux2_4 (83%), buf_12 (11%), mux2_2 (4.1%)",
global_routing,antenna_found_initial,0,
finish,fillers,337,
worst_setup_path,cp.required,800,ps
worst_setup_path,end_kind,"output port",
floorplanning,fp_util,15.93,%
floorplanning,die_x,80,um
global_routing,grt_first_pass_wirelength,4.353,mm
detailed_routing,route.vias.total,693,
timing,fin_crit,1090,ps
timing,setup_ws,-89.86,ps
detailed_routing,dr.first_iter.drc_count,0,
detailed_routing,first_pass_iters,1,
logic_synthesis,yosys_area,544.3,um^2
timing,timing.fmax,917.5,MHz
timing,setup_viol_count_final,32,
logic_synthesis,ys_cells,36,
finish,seq_area,0,um^2
timing,slew_headroom,95.67,%
global_routing,grt_pass1_vias,767,
detailed_routing,drt-total-wl,2.890,mm
finish,stdcell_count,181,
run,cap_violations,0,
power_and_ir_drop,vdd_drop_max,0.1843,mV
worst_setup_path,timing.critical_path.cells,"buf_16 -> buf_16 -> mux2_4 -> buf_6",
logic_synthesis,syn_inst,36,
power_and_ir_drop,leakagePower,0.8519,nW
place,dp_hpwl,2.394,mm
floorplanning,io_pins,97,
floorplanning,core_region_area,3416,um^2
timing,rsz0062_at_grt,"yes",
logic_synthesis,postSynthSeqShare,0,%
worst_setup_path,path_buffers,3,
floorplanning,die_area,6400,um^2
worst_setup_path,crit_family,"buffers and inverters",
worst_setup_path,slowest_stage,"mux2_4",
logic_synthesis,common_cells,"mux2_4 (30), buf_12 (3), mux2_2 (2)",
global_routing,grt_overflow,0,
detailed_routing,avgViaCountPerCell,3.829,
floorplanning,rows,21,
worst_setup_path,max_stage_delay,300,ps
detailed_routing,antennaDiodeCount,0,
finish,nClkBuffers,0,
worst_setup_path,crit_path_frequent_cell,"buf_16",
finish,layout-drive-gt1-share,52.59,%
worst_setup_path,arrival,890,ps
logic_synthesis,yosysUniqueCellTypes,4,
logic_synthesis,avgSynthCellArea,15.12,um^2
power_and_ir_drop,power_density,393.7,nW/um^2
place,dp.cells,177,
logic_synthesis,yosysTopAreaCellShare,82.76,%
detailed_routing,routedWlPerCell,15.97,um
timing,hold_viol,0,
worst_setup_path,worstSetupPathType,"in -> out",
outcome,outcome,"complete, but fails checks",
global_routing,grt.total_usage,8.358,%
place,port_buffers,97,
logic_synthesis,yosys_warnings,1,
timing,worst_pin_slew,64.90,ps
finish,logic_area,480.5,um^2
logic_synthesis,synth_area,544.3,um^2
run,warnings,34,
floorplanning,die.size.y,80,um
finish,syn_to_final_growth,188.0,%
logic_synthesis,top_area_cell,"mux2_4",
logic_synthesis,top_cell,"mux2_4",
-- cell families after synthesis --
logic type             after synthesis  synth area share (%)
buffers and inverters                4                 13.10
muxes                               32                 86.90
-- worst paths after layout --
path,to,from,slack (ps),cells after the start
max,S[30],control,-90,4
min,S[21],b[21],790,3
-- stage by stage --
| step | instance area (um^2) | setup slack [ps] | hold slack [ps] | TNS, ps | util (%) |
|---|---|---|---|---|---|
| 3_3_place_gp | 1524 | -494.6 | 1357 | -15350 | 44.62 |
| 6_report | 1568 | -89.86 | 794.8 | -2587 | 45.90 |
| 5_1_grt | 1568 | -110.9 | 808.0 | -3153 | 45.90 |
| 4_1_cts | 1516 | -91.52 | 797.9 | -2622 | 44.40 |
| 2_1_floorplan | 544.3 | 66.90 | 497.7 | 0 | - |
| 3_5_place_dp | 1524 | -499.1 | 1349 | -15300 | 44.62 |
-- repair_timing --
item	4_1_cts	5_1_grt
hold buffers	0	0
resized	188	8
endpoints found under the setup margin	32	32
gates cloned	4	0
-- routing by layer --
| metal | global-route usage [%] | vias to the layer above | share of wire (%) |
|---|---|---|---|
| met1 | 9.690 | 303 | 40 |
| met5 | 0 | - | 0 |
| met4 | 0 | 0 | 0 |
| met2 | 14.69 | 51 | 48 |
| met3 | 3.636 | 0 | 12 |
| li1 | - | 339 | - |
-- cell type report --
type	count	share of cell area, %
Timing Repair Buffer	103	65.68
Tap cell	46	3.671
Multi-Input combinational cell	32	30.65
-- power breakdown --
group	total [W]	leakage (nW)	switching (W)	internal, W
clock network	0	0	0	0
logic	0.000617	0.852	0.000137	0.000480
registers	0	0	0	0
total	0.000617	0.852	0.000137	0.000480
-- layout by cell type, fill, tap and decap left out --
cell / netlist / layout
dlygate4sd2_1: 0 / 64
mux2_4: 30 / 32
buf_6: 1 / 21
buf_2: 0 / 11
buf_16: 0 / 5
buf_12: 3 / 2
Power is estimated from default activity; no workload was simulated.
